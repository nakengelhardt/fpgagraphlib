==> flow/design.v <==
module vbfs_gather(
	input [31:0] level_in,
	input [31:0] nodeid_in,
	input [31:0] sender_in,
	input message_in_dummy,
	input [31:0] state_in_parent,
	input state_in_active,
	input valid_in,
	output ready,
	output [31:0] nodeid_out,
	output reg [31:0] state_out_parent,
	output reg state_out_active,
	output state_valid,
	input state_ack,
	input sys_clk 
);
wire visited;
// synthesis translate_off
reg dummy_s;
initial dummy_s <= 1'd0;
// synthesis translate_on
assign visited = (state_in_parent != 1'd0);
// synthesis translate_off
reg dummy_d;
// synthesis translate_on
always @(*) begin
	state_out_parent <= 32'd0;
	state_out_active <= 1'd0;
	if (visited) begin
		state_out_parent <= state_in_parent;
		state_out_active <= state_in_active;
	end else begin
		state_out_parent <= sender_in;
		state_out_active <= 1'd1;
	end
// synthesis translate_off
	dummy_d <= dummy_s;
// synthesis translate_on
end
assign state_valid = valid_in;
assign nodeid_out = nodeid_in;
assign ready = state_ack;
endmodule
==> flow/run.sh <==
#!/bin/bash
# OpenROAD 26Q1-2900-gdf79404cd8, Yosys 0.63+post, stock flow scripts
make -C /OpenROAD-flow-scripts/flow DESIGN_CONFIG=/design/flow/config.mk WORK_HOME=/design/flow/orfs finish
==> flow/config.mk <==
export PLATFORM = sky130hd
export DESIGN_NAME = vbfs_gather
export DESIGN_NICKNAME = vbfs_gather
export VERILOG_FILES = /design/flow/design.v
export SDC_FILE = /design/flow/constraint.sdc
export NUM_CORES = 4
export LEC_CHECK = 1
export CORE_AREA = 10 10 85 85
export DIE_AREA = 0 0 95 95
==> flow/constraint.sdc <==
current_design vbfs_gather

set clk_period 2.9
set clk_io_pct 0.2

create_clock -name clk0 -period $clk_period

set non_clock_inputs [all_inputs -no_clocks]
set_input_delay [expr $clk_period * $clk_io_pct] -clock clk0 $non_clock_inputs
set_output_delay [expr $clk_period * $clk_io_pct] -clock clk0 [all_outputs]
==> run notes <==
Reports from this run.

- The flow ran to the end, and the final reports show no timing, DRC or antenna violations.
- The count of buffers inserted at the top-level ports is 98.
- After routing, the total negative slack on setup checks comes to 0 ps.
- The critical path launch point type is an input port.
- The total DRC errors in the routed layout reads 0.
- Endpoints with negative setup slack in the final report add up to 0.
- The number of buffers and inverters on the critical path is 3.
- The post-synthesis xor/xnor area fraction reads 0%.
- The number of antenna cells inserted reads 0.
- The fmax reads 361.4 MHz.
- The layout report lists the combined flip-flop and latch area as 0 µm².
- According to the I/O placement log, the pin count is 200.
- The horizontal die dimension is roughly 95 µm.
- The worst ir drop on vdd is 0.03061 mV.
- The count of nets left with antenna violations after detail routing is 0.
- The share of the synthesized area in the top cell type is 35.85%.
- In this run the tools logged warnings totalling 66.
- The required time of the worst setup path reads 2320 ps.
- The total of clock buffers placed in the layout reads 0.
- The number of vias per cell reads 3.892.
- The first-pass iteration count of the detailed router is 4.
- The final routed wire length divided by cell count is about 14 µm.
- After the first detailed-routing iteration, the DRC count stood at 18.
- Yosys reports that the most numerous cell types are inv_1 (64), buf_4 (34), o31ai_2 (29).
- The largest net degree at the start of global routing reads 14.
- The residual overflow from global routing is 0.
- Per the final timing report, the hold violations number 0.
- The main logic family after synthesis is buffers and inverters.
- Once routing completed, OpenROAD measured the worst setup slack at 133.2 ps.
- The post-synthesis adder-cell area fraction is 0%.
- The core area is 5473 µm².
- Looking at the gate-level netlist, the highest instance count belongs to inv_1.
- The timing report shows that the slowest cell on the worst path is clkdlybuf4s50_1.
- The via count of the first global-routing pass is about 1.2k.
- The initialized floorplan defines 27 standard-cell rows.
- The standby leakage power is 0.001021 µW.
- The yosys cell count is roughly 150.
- Setup repair after global routing left no endpoint under its margin.
- Across every metal layer, demand over resource in global routing totals 8.523%.
- The post-cts hold-fix buffer tally is 0.
- The class of the worst hold path is in -> out.
- The top cell family by delay on the critical path is buffers and inverters.
- The power density of the placed cells is 85.41 nW/µm².
- The minimum clock period after layout is about 2800 ps.
- The post-route clock period utilization reads 95.41%.
- The floorplan die area reads 9025 µm².
- The final wirelength is between 4000 and 5000 µm.
- The AND-OR/OR-AND share of the synthesized area is slightly below 40%.
- The cell sequence reported for the critical path is clkdlybuf4s50_1, nor4_2, nand4_1, buf_4, o31ai_2, dlygate4sd2_1.
- Dividing the synthesized area by the synthesized cell count gives roughly 7 µm².
- The number of sequential storage elements reads 0.
- STA classifies the critical path endpoint as a primary output.
- The chip area from the yosys synthesis statistics reads between 1000 and 1500 µm².
- The total number of vias is ~1.2k.
- The type of the worst setup path is in -> out.
- Yosys reports the multiplexer fraction of the synthesized area as 0%.
- The worst slew margin relative to its limit is between 70% and 80%.
- The detailed-placement wirelength estimate reads between 3000 and 4000 µm.
- According to the floorplan report, the die height is between 90 and 100 µm.
- The starting utilization of the core area is a little under a fifth.
- Per the run summary, max-cap violations total 0.
- The tally of filler cells in the layout is 589.
- Between the synthesized netlist and the finished layout, the area growth was recorded as 93.70%.
- The count of distinct cell types in the synthesized netlist reads 11.
- The worst slack at placement is -432.7 ps.
- The count of final max-slew check failures is 0.
- The pin closest to its max-slew limit shows a slew of around 310 ps.
- The fraction of layout instances using a drive strength above 1 is 35.56%.
- The critical path maximum fanout is 7.
- Of all cell types, the one taking the most synthesized area is o31ai_2.
- The number of antenna violations at the first check in global routing is 0.
- The register share after synthesis is 0%.
- The post-synthesis instance total reads roughly 150.
- The summed instance area of the synthesized netlist reads roughly 1000 µm².
- The main area contributors are o31ai_2 (36%), buf_4 (25%), inv_1 (24%), nor4_1 (4.3%), buf_6 (3.3%).
- The final weighted congestion recorded by global placement is between 0.8 and 0.9.
- The wire length of the first global-routing pass is 6161 µm.
- The number of warning messages in the yosys log is 2.
- The data arrival time of the critical path is 2190 ps.
- The simple-gate portion of the synthesized area is 7.417%.
- The timing report gives the biggest stage delay along the critical path as 430 ps.
kinds of logic after synthesis:
| family | Yosys count |
|---|---|
| buffers and inverters | 104 |
| AOI/OAI and AO/OA | 33 |
| and+or+nand+nor | 10 |
worst paths after layout:
check | startpoint | endpoint | slack, ps | cells after the start
worst max-delay path | state_in_parent[5] | state_out_parent[10] | 130 | 6
worst min-delay path | nodeid_in[10] | nodeid_out[10] | 1160 | 0
layout make-up:
class                           count  area, µm²  area share, %
Timing Repair Buffer              118       1084          55.26
Multi-Input combinational cell     43      546.8          27.89
Inverter                           64      240.2          12.25
Tap cell                           72      90.09          4.595
cell usage in the layout (no fill, tap or decap), drive strengths merged:
| cell | n |
|---|---|
| inv | 64 |
| clkdlybuf4s50 | 46 |
| buf | 34 |
| o31ai | 32 |
| dlygate4sd2 | 22 |
| clkbuf | 8 |
| nor4 | 8 |
| dlymetal6s2s | 4 |
| clkdlybuf4s15 | 4 |
| nand4 | 2 |
| o21bai | 1 |
where the power goes:
group          leakage, µW  internal [µW]  switching (µW)
Combinational      0.00102            113            54.7
Clock                    0              0               0
Sequential               0              0               0
Total              0.00102            113            54.7
per-layer routing:
layer  global-route usage [%]  vias up  wire length [µm]
li1                         -      582                 -
met1                    10.08      492              1598
met2                    13.62       68              1887
met3                    4.567       14               601
met4                    1.372        0                70
met5                        0        -                 0
timing repair:
item                                    CTS  global route
setup buffers                             5             1
endpoints found under the setup margin   33            27
gates cloned                              2             0
resized                                 104            18
pin swaps                                 6             7
stage by stage:
stage | hold slack, ps | area, µm² | power, µW | std cells | utilization [%]
5_1_grt | 1160 | 1961 | 186.0 | 297 | 35.83
2_1_floorplan | 1205 | 1012 | 66.68 | 147 | -
3_3_place_gp | 1160 | 1869 | 189.0 | 289 | 34.16
4_1_cts | 1160 | 1953 | 171.6 | 296 | 35.69
6_report | 1160 | 1961 | 167.5 | 297 | 35.83
3_5_place_dp | 1160 | 1869 | 188.9 | 289 | 34.16
Power is estimated from default activity; no workload was simulated.
