===== flow/config.mk =====
export PLATFORM = sky130hd
export DESIGN_NAME = vsssp_scatter
export DESIGN_NICKNAME = vsssp_scatter
export VERILOG_FILES = /design/flow/design.v
export SDC_FILE = /design/flow/constraint.sdc
export NUM_CORES = 4
export LEC_CHECK = 1
export CORE_UTILIZATION = 30

===== flow/constraint.sdc =====
current_design vsssp_scatter

set clk_period 3.9
set clk_io_pct 0.2

create_clock -name clk0 -period $clk_period [get_ports {sys_clk}]

set non_clock_inputs [all_inputs -no_clocks]
set_input_delay [expr $clk_period * $clk_io_pct] -clock clk0 $non_clock_inputs
set_output_delay [expr $clk_period * $clk_io_pct] -clock clk0 [all_outputs]

===== flow/design.v =====
module vsssp_scatter(
	input [7:0] update_in_dist,
	input [31:0] num_neighbors_in,
	input [31:0] neighbor_in,
	input [7:0] edgedata_in_dist,
	input [31:0] sender_in,
	input [1:0] round_in,
	input barrier_in,
	input valid_in,
	output ready,
	output reg [7:0] message_out_dist,
	output reg [31:0] neighbor_out,
	output reg [31:0] sender_out,
	output reg [1:0] round_out,
	output reg valid_out,
	input message_ack,
	output reg barrier_out,
	input sys_clk 
);
assign ready = message_ack;
always @(posedge sys_clk) begin
	if (message_ack) begin
		message_out_dist <= (update_in_dist + edgedata_in_dist);
		neighbor_out <= neighbor_in;
		sender_out <= sender_in;
		round_out <= round_in;
		valid_out <= valid_in;
		barrier_out <= barrier_in;
	end
end
endmodule

===== flow/run.sh =====
#!/bin/bash
# OpenROAD 26Q1-2900-gdf79404cd8, Yosys 0.63+post, stock flow scripts
make -C /OpenROAD-flow-scripts/flow DESIGN_CONFIG=/design/flow/config.mk WORK_HOME=/design/flow/orfs finish

==> impl_metrics.py <==
# Metrics from the implementation run
metrics = {
    "place": {
        "placed_cells": 386,
        "port_buffers": 162,
        "gp_congestion": 0.797,
        "dpl.hpwl_um": 4650,
    },
    "synthesis": {
        "async_flop_share_pct": 0,
        "ys_types": 25,
        "synthCells": 119,
        "ys_ff": 76,
        "ys_area_um2": 2620,
        "edf_count": 76,
        "syn_area_um2": 2620,
        "xor_share_pct": 1.34,
        "yosysWarnings": 1,
        "ys_cells": 119,
        "flop_cell": "edfxtp_1",
        "synthAdderAreaFrac_pct": 4.11,
        "logic_family": "AND-OR/OR-AND gates",
        "postSynthSeqShare_pct": 87.1,
        "synth_area_per_cell_um2": 22.0,
        "synthAoiAreaFrac_pct": 4.73,
        "ys_sh_simple_pct": 1.77,
        "muxShareOfSynthArea_pct": 0,
    },
    "grt": {
        "antenna_found_initial": 0,
        "overflow": 0,
        "grt_max_degree": 62,
        "grt_pass1_wl_um": 8250,
        "grt_usage_pct": 13.2,
        "grt_pass1_vias": 1474,
    },
    "setup_path": {
        "critical_path_class": "input pin to flip-flop",
        "crit_path_max_fanout": 3,
        "arrival_ns": 2.35,
        "end_kind": "flip-flop",
        "required_ns": 3.96,
        "start_kind": "input pin",
    },
    "power": {
        "combPwrFrac_pct": 14.2,
        "p_sw_uw": 339,
        "swShare_pct": 18.1,
        "seqPwrFrac_pct": 53.2,
        "ir_worst_vdd_mv": 0.169,
        "p_per_area_nw_per_um2": 409,
        "internal-power_mw": 1.53,
        "pwr-share-clk_pct": 32.6,
        "leakagePower_nw": 1.63,
    },
    "floorplanning": {
        "ioPinCount": 195,
        "die_w_um": 95.5,
        "core_area_um2": 8340,
        "fp-utilization_pct": 31.4,
        "rows": 33,
        "chipArea_um2": 9120,
        "die_y_um": 95.5,
    },
    "final_timing": {
        "fin_hold_ws_ns": 0.829,
        "relSlewSlack_pct": 47.8,
        "worst_pin_slew_ns": 0.782,
        "min_period_ns": 2.29,
        "period_used_pct": 58.7,
        "setup_viol": 0,
        "rsz0062_at_grt": "no",
        "drv_slew": 0,
        "setup_tns_ns": 0,
        "final_hold_viol_count": 0,
        "max_freq_mhz": 437,
    },
    "drt": {
        "drt-total-wl_um": 6230,
        "drtAntennaViolNets": 0,
        "num_antenna_cells": 0,
        "post_drt_wl_per_cell_um": 15.5,
        "dr.first_iter.drc_count": 44,
        "route.detailed.drc": 0,
        "vias": 1722,
        "via_per_inst": 4.29,
        "drtPass1Iterations": 4,
    },
    "hold_path": {
        "hold_path.class": "input pin to flip-flop",
    },
    "clock_tree": {
        "hold_buffers": 0,
        "postCtsSetupBuffers": 0,
        "path_clk_slew_ns": 0.07,
        "cts_buffers": 9,
        "clockBufferDepth": 2,
        "cts_tree": "built",
        "cts_resized": 0,
        "clock-root-buffer": "clkbuf_8",
        "h-tree-depth": 3,
        "clkSinkCount": 76,
    },
    "layout": {
        "drive_above_1_share_pct": 5.41,
        "area_delta_synth_final_pct": 74.6,
        "finalCoreUtilization_pct": 54.9,
        "fin_cells": 401,
    },
    "job": {
        "warning_count": 57,
        "cap_violations": 0,
    },
    "status": {
        "status": "finished, final reports clean",
    },
}
## Yosys cell counts (2+ instances only)
master / count / area, µm²
a21oi_1: 5 / 25.0
inv_1: 5 / 18.8
xnor2_1: 2 / 17.5
ha_1: 7 / 87.6
xor2_1: 2 / 17.5
o21ai_0: 2 / 10.0
o211ai_1: 3 / 22.5
edfxtp_1: 76 / 2280
## path summary, 6_finish.rpt
path                          start             endpoint  slack [ns]  depth (start not counted)
hold / removal          message_ack     neighbor_out[11]        0.83                          1
setup / recovery  update_in_dist[0]  message_out_dist[6]        1.61                          7
## final cells by class
type	count	area, µm²
fill	671	3760
sequential	76	2280
timing repair buffer	163	1630
multi-input combinational	37	313
tap	105	131
clock buffer	9	124
clock inverter	6	80.1
inverter	5	18.8
## critical path: stages
cell and delay, ns:
clkdlybuf4s50_1 0.46, ha_1 0.20, inv_1 0.07, fa_1 0.43, nor2b_4 0.15, o31a_1 0.15
o311ai_1 0.12
## routing by layer
metal | track usage (%) | vias up | wire length [µm]
li1 | - | 820 | -
met3 | 5.27 | 8 | 836
met1 | 20.6 | 797 | 2510
met2 | 19.0 | 97 | 2780
met4 | 2.36 | 0 | 102
met5 | 0 | - | 0
## registers in the layout (all words and copies together) (netlist names)
name,count
barrier_out,1
message_out_dist,8
neighbor_out,32
round_out,2
sender_out,32
valid_out,1
## per-stage QoR
stage,area [µm²],power (mW),setup WS (ns)
after global placement,4370,1.28,1.29
final,4580,1.87,1.61
after floorplan,2620,1.04,1.86
after global routing,4580,1.96,1.54
after CTS,4580,1.90,1.61
after detailed placement,4370,1.28,1.28
## cells in the final DEF (no fill, tap or decap), drive strengths merged, types with 2 or more instances in the layout
master         instances
xor2                   2
buf                    2
inv                    5
clkbuf                 9
o211ai                 3
xnor2                  2
bufinv                 2
o21ai                  2
a21oi                  5
clkinv                 3
ha                     7
nor2b                  2
clkdlybuf4s50        161
edfxtp                76
o311ai                 2
## power by group through the flow
stage / combinational [mW] / sequential, mW / clock (mW)
4_1_cts: 0.270 / 0.996 / 0.636
6_report: 0.266 / 0.995 / 0.610
5_1_grt: 0.289 / 1.00 / 0.664
## cells by family (layout without fill, tap and decap cells)
group	after synthesis	in the layout
xor gates and xnor gates	4	4
adders and majority gates	8	8
and+or+nand+nor	7	7
DFF	76	76
AOI/OAI and AO/OA	18	18
buffers and inverters	6	183
Power and IR drop assume default switching activity.
