**flow/config.mk**
```make
export PLATFORM = sky130hd
export DESIGN_NAME = vsssp_gather
export DESIGN_NICKNAME = vsssp_gather
export VERILOG_FILES = /design/flow/design.v
export SDC_FILE = /design/flow/constraint.sdc
export NUM_CORES = 4
export LEC_CHECK = 1
export CORE_AREA = 10 10 94 94
export DIE_AREA = 0 0 104 104
```
**flow/run.sh**
```bash
#!/bin/bash
# OpenROAD 26Q1-2900-gdf79404cd8, Yosys 0.63+post, stock flow scripts
make -C /OpenROAD-flow-scripts/flow DESIGN_CONFIG=/design/flow/config.mk WORK_HOME=/design/flow/orfs finish
```
**flow/constraint.sdc**
```tcl
current_design vsssp_gather

set clk_period 8.3
set clk_io_pct 0.2

create_clock -name clk0 -period $clk_period

set non_clock_inputs [all_inputs -no_clocks]
set_input_delay [expr $clk_period * $clk_io_pct] -clock clk0 $non_clock_inputs
set_output_delay [expr $clk_period * $clk_io_pct] -clock clk0 [all_outputs]
```
**flow/design.v**
```verilog
module vsssp_gather(
	input [31:0] level_in,
	input [31:0] nodeid_in,
	input [31:0] sender_in,
	input [7:0] message_in_dist,
	input [7:0] state_in_dist,
	input [31:0] state_in_parent,
	input state_in_active,
	input valid_in,
	output ready,
	output [31:0] nodeid_out,
	output [7:0] state_out_dist,
	output [31:0] state_out_parent,
	output state_out_active,
	output state_valid,
	input state_ack,
	input sys_clk 
);
wire new_path;
assign new_path = state_in_dist > message_in_dist;
assign nodeid_out = nodeid_in;
assign state_out_dist = new_path ? message_in_dist : state_in_dist;
assign state_out_parent = new_path ? sender_in : state_in_parent;
assign state_out_active = new_path ? 1'b1 : state_in_active;
assign state_valid = valid_in;
assign ready = state_ack;
assign state_valid = valid_in;
assign nodeid_out = nodeid_in;
assign ready = state_ack;
endmodule
```
==> notes.md <==
yosys + openroad results -> status finished clean, CP endpoint kind output port, Filler Cells Inserted 708, Worst path slowest cell nand4_1, postcts setup bufs 0, worst slew pin tran 0.838 ns, yosys cell count 255, Max-Cap Viols 0, critical path peak fanout 23, Core Util at FP 25.5%, HPWL Detailed 5200 um, setup TNS 0 ns, period utilization 75.7%, DRT Pass-1 Iters 5, RSZ-0062 raised after global routing false, die width 104 um, worst hold slack 3.32 ns, OpenROAD warnings 65, area of the core 6830 um^2, worst vdd ir 0.0000371 V, share of layout cells above drive strength 1 3.43%, number of remaining DRC errors 0, Post-CTS Resized 0, Area Overhead vs Synth 57.5%, first-pass GRT wire length 12000 um, clkbuf count 0, leak pwr 0.000924 uW, sequential cell area 0 um^2, top cells by count nor2_1 (41), a211oi_1 (40), o221a_1 (40), fmax 159 MHz, pwr/cell area 70.2 nW/um^2, Critical Path Max Stage Delay 0.70 ns, vias per inst 5.35, Top delay family on crit path buffers and inverters, post-route non-filler standard cell count 417, placed cell count 417, worst setup path class in2out, Clk network pwr share 0%, post-synthesis sequential area ratio 0%, post-layout util 40.2%, Diodes inserted 0, Cell Type Count 19, vias in the first global route 2226, Seq Cell Count 0, io pins 223, sw frac 38.1%, post-synth top area share 25.8%, initial DRC count 152, antenna violations before repair 0, WP data arrival 4.62 ns, YS chip area 1740 um^2, Min-Delay Path Class in2out, pin count of the biggest net entering global routing 41, syn_area_per_cell 6.84 um^2, Psw 73.6 uW, total vias in the final route 2229, # hold bufs at CTS 0, minimum clock period 6.28 ns, worst setup path startpoint message_in_dist[3], Post-Syn Instances 255, CP Buf/Inv Count 4, Total Routing Usage GR 12.8%, Die Y-Extent 104 um, combinational power share 100.0%, Final Hold Violation Tally 0, Synth Warn # 0, cell mode on critical path clkdlybuf4s50_1, Worst setup endpoint state_out_dist[6], Gate Area 1320 um^2, CP cell instances clkdlybuf4s50_1 > inv_1 > ha_1 > nand4_1 > buf_4 > nor2_1 > o21ai_0 > o221a_1 > clkdlybuf4s50_1, total gr overflow 0, top cells, area o221a_1 (26%), a211oi_1 (17%), buf_4 (15%), nor2_1 (8.8%), o21ai_1 (8.3%), biggest area consumer among synthesized cells o221a_1, slew margin rel. 44.0%, Reg power frac 0%, crit path DRT 6.64 ns, Final Wtd Congestion 0.777, Rows 30, Pwr Total 193 uW, CP Depth 9, WL/cell 17.8 um, cell count of the worst hold path 0, Final setup viols 0, Antenna Nets Post-Route 0, Synth Cell Area 1740 um^2, internal power 119 uW, Port Buffer Count 122, Yosys top cell by instances nor2_1, total wire length 7430 um, full die area 10800 um^2, Startpoint Class primary input, final slew viol count 0
## cells in the final DEF, fill, tap and decap left out
cell / n
and4_1: 1
ha_1: 8
buf_4: 7
inv_1: 8
nand2_1: 5
o21ai_0: 12
o211ai_4: 1
o21ai_1: 29
a21oi_1: 2
nor2_2: 1
o221a_1: 40
a211oi_1: 40
nor2_1: 40
nor2b_4: 1
nand4_1: 1
a21o_1: 2
clkdlybuf4s50_1: 122
a21oi_4: 1
## stage by stage
step,worst slack (ns),cell area (um^2)
after floorplan,3.69,1740
after global placement,1.92,2750
after detailed placement,1.96,2750
after CTS,1.96,2750
after global routing,1.74,2750
final,2.02,2750
## cell families after synthesis
family | count (synthesis) | synth area share [%]
AOI/OAI and AO/OA | 127 | 57.5
buffers and inverters | 71 | 25.3
and+or+nand+nor | 49 | 11.5
adders and majority gates | 8 | 5.74
## area by class of cell
class	count	area share, %
multi-input combinational	184	48.2
inverter	8	1.09
tap	96	4.37
timing repair buffer	129	46.4
## power by group through the flow
stage	sequential (uW)	combinational [uW]	clock, uW
final	0	193	0
after global routing	0	211	0
after CTS	0	196	0
## worst min path at each step
stage / start / to / slack (ns)
after global routing: nodeid_in[10] / nodeid_out[10] / 3.32
final: nodeid_in[10] / nodeid_out[10] / 3.32
after CTS: nodeid_in[12] / nodeid_out[12] / 3.32
## per-layer routing
layer  part of all wire, %  wire length (um)  track usage [%]  vias to the layer above
met5                     0                 0                0                        -
met4                  0.83                62             1.09                        0
met3                   5.9               441             2.44                       12
met2                    48              3600             22.2                       89
met1                    45              3320             16.5                     1037
li1                      -                 -                -                     1091
Power figures rest on the tool's default switching activity, not on a simulated workload.
